--- /design/flow/run.sh ---
#!/bin/bash
# OpenROAD 26Q1-2900-gdf79404cd8, Yosys 0.63+post, stock flow scripts
make -C /OpenROAD-flow-scripts/flow DESIGN_CONFIG=/design/flow/config.mk WORK_HOME=/design/flow/orfs finish
--- /design/flow/config.mk ---
export PLATFORM = sky130hd
export DESIGN_NAME = axi4_lite_slave
export DESIGN_NICKNAME = axi4_lite_slave
export VERILOG_FILES = /design/flow/design.v
export SDC_FILE = /design/flow/constraint.sdc
export NUM_CORES = 4
export LEC_CHECK = 1
export CORE_UTILIZATION = 30
--- /design/flow/constraint.sdc ---
current_design axi4_lite_slave

set clk_period 5.9
set clk_io_pct 0.2

create_clock -name clk0 -period $clk_period [get_ports {ACLK}]

set non_clock_inputs [all_inputs -no_clocks]
set_input_delay [expr $clk_period * $clk_io_pct] -clock clk0 $non_clock_inputs
set_output_delay [expr $clk_period * $clk_io_pct] -clock clk0 [all_outputs]
--- /design/flow/design.v ---
`timescale 1ns / 1ps
module axi4_lite_slave #(
    parameter ADDR_WIDTH = 12,
    parameter DATA_WIDTH = 32
)(
    input  wire                     ACLK,
    input  wire                     ARESETn,
    input  wire [ADDR_WIDTH-1:0]    S_AXI_AWADDR,
    input  wire                     S_AXI_AWVALID,
    output reg                      S_AXI_AWREADY,
    input  wire [DATA_WIDTH-1:0]    S_AXI_WDATA,
    input  wire [(DATA_WIDTH/8)-1:0]S_AXI_WSTRB,
    input  wire                     S_AXI_WVALID,
    output reg                      S_AXI_WREADY,
    output reg  [1:0]               S_AXI_BRESP,
    output reg                      S_AXI_BVALID,
    input  wire                     S_AXI_BREADY,
    input  wire [ADDR_WIDTH-1:0]    S_AXI_ARADDR,
    input  wire                     S_AXI_ARVALID,
    output reg                      S_AXI_ARREADY,
    output reg  [DATA_WIDTH-1:0]    S_AXI_RDATA,
    output reg  [1:0]               S_AXI_RRESP,
    output reg                      S_AXI_RVALID,
    input  wire                     S_AXI_RREADY,
    input  wire                         fifo_empty_i,
    input  wire                         fifo_full_i,
    input  wire [DATA_WIDTH - 1:0]      fifo_level_i,
    output wire [DATA_WIDTH - 1:0]      CONTROL_o
);
    localparam RESP_OKAY   = 2'b00;
    localparam RESP_SLVERR = 2'b10;
    localparam CONTROL_ADDR    = 12'h000;
    localparam STATUS_ADDR     = 12'h004;
    localparam FIFO_LEVEL_ADDR = 12'h008;
    reg [DATA_WIDTH-1:0] CONTROL_reg;
    assign CONTROL_o = CONTROL_reg;
    wire [DATA_WIDTH-1:0] STATUS_reg;
    assign STATUS_reg[0]      = fifo_empty_i;
    assign STATUS_reg[1]      = fifo_full_i;
    assign STATUS_reg[7:2]    = 6'd0;
    assign STATUS_reg[15:8]   = fifo_level_i[7:0];
    assign STATUS_reg[31:16]  = 16'd0;
    reg [ADDR_WIDTH-1:0] awaddr_reg;
    reg [ADDR_WIDTH-1:0] araddr_reg;
    reg aw_en;
    always @(posedge ACLK or negedge ARESETn) begin
        if (!ARESETn) begin
            S_AXI_AWREADY <= 1'b0;
            aw_en         <= 1'b1;
        end else if (!S_AXI_AWREADY && S_AXI_AWVALID && S_AXI_WVALID && aw_en) begin
            S_AXI_AWREADY <= 1'b1;
            awaddr_reg    <= S_AXI_AWADDR;
            aw_en         <= 1'b0;
        end else if (S_AXI_BVALID && S_AXI_BREADY) begin
            aw_en         <= 1'b1;
            S_AXI_AWREADY <= 1'b0;
        end else begin
            S_AXI_AWREADY <= 1'b0;
        end
    end
    always @(posedge ACLK or negedge ARESETn) begin
        if (!ARESETn)
            S_AXI_WREADY <= 1'b0;
        else if (!S_AXI_WREADY && S_AXI_WVALID && S_AXI_AWVALID && aw_en)
            S_AXI_WREADY <= 1'b1;
        else
            S_AXI_WREADY <= 1'b0;
    end
    wire wr_en = S_AXI_AWREADY && S_AXI_AWVALID &&
                 S_AXI_WREADY  && S_AXI_WVALID;
    wire [DATA_WIDTH-1:0] wmask = {
        {8{S_AXI_WSTRB[3]}},
        {8{S_AXI_WSTRB[2]}},
        {8{S_AXI_WSTRB[1]}},
        {8{S_AXI_WSTRB[0]}}
    };
    always @(posedge ACLK or negedge ARESETn) begin
        if (!ARESETn) begin
            CONTROL_reg <= {DATA_WIDTH{1'b0}};
        end else if (wr_en) begin
            case (awaddr_reg)
                CONTROL_ADDR:
                    CONTROL_reg <= (CONTROL_reg & ~wmask) |
                                   (S_AXI_WDATA & wmask);
                default: ;
            endcase
        end
    end
    always @(posedge ACLK or negedge ARESETn) begin
        if (!ARESETn) begin
            S_AXI_BVALID <= 1'b0;
            S_AXI_BRESP  <= RESP_OKAY;
        end else if (wr_en && !S_AXI_BVALID) begin
            S_AXI_BVALID <= 1'b1;
            S_AXI_BRESP  <= (awaddr_reg == CONTROL_ADDR) ?
                             RESP_OKAY : RESP_SLVERR;
        end else if (S_AXI_BVALID && S_AXI_BREADY) begin
            S_AXI_BVALID <= 1'b0;
        end
    end
    always @(posedge ACLK or negedge ARESETn) begin
        if (!ARESETn) begin
            S_AXI_ARREADY <= 1'b0;
        end else if (!S_AXI_ARREADY && S_AXI_ARVALID && !S_AXI_RVALID) begin
            S_AXI_ARREADY <= 1'b1;
            araddr_reg    <= S_AXI_ARADDR;
        end else begin
            S_AXI_ARREADY <= 1'b0;
        end
    end
    reg [DATA_WIDTH-1:0] rdata_reg;
    reg [1:0]            rresp_reg;
    always @(*) begin
        case (araddr_reg)
            CONTROL_ADDR:    begin rdata_reg = CONTROL_reg;     rresp_reg = RESP_OKAY;   end
            STATUS_ADDR:     begin rdata_reg = STATUS_reg;      rresp_reg = RESP_OKAY;   end
            FIFO_LEVEL_ADDR: begin rdata_reg = fifo_level_i;    rresp_reg = RESP_OKAY;   end
            default:         begin rdata_reg = 32'h0;           rresp_reg = RESP_SLVERR; end
        endcase
    end
    always @(posedge ACLK or negedge ARESETn) begin
        if (!ARESETn) begin
            S_AXI_RVALID <= 1'b0;
            S_AXI_RDATA  <= 32'h0;
            S_AXI_RRESP  <= RESP_OKAY;
        end else if (S_AXI_ARREADY && S_AXI_ARVALID && !S_AXI_RVALID) begin
            S_AXI_RVALID <= 1'b1;
            S_AXI_RDATA  <= rdata_reg;
            S_AXI_RRESP  <= rresp_reg;
        end else if (S_AXI_RVALID && S_AXI_RREADY) begin
            S_AXI_RVALID <= 1'b0;
        end
    end
endmodule
==> flow_metrics.env <==
# yosys + openroad results
export IMPL_run_status="completed"
export IMPL_insertion_delay_to_the_later_sink_of_the_worst_skew_pair_ps=340
export IMPL_routed_via_count=3018
export IMPL_cts_tree="yes"
export IMPL_part_of_the_yosys_area_used_for_sequential_elements_pct=66.2
export IMPL_finalWeightedCongestion=0.820
export IMPL_post_layout_period_usage_of_the_worst_path_pct=51.8
export IMPL_number_of_buffer_cells_added_on_primary_ports=171
export IMPL_max_vdd_ir_drop_mv=0.125
export IMPL_enable_flop_cells=24
export IMPL_core_region_area_sq_um=12200
export IMPL_yosysChipArea_sq_um=3810
export IMPL_yosysTopAreaCell="sky130_fd_sc_hd__dfrtp_1"
export IMPL_leakage_nw=2.45
export IMPL_post_synth_most_frequent_cells="71 x sky130_fd_sc_hd__dfrtp_1, 30 x sky130_fd_sc_hd__mux2_2, 30 x sky130_fd_sc_hd__nand2_1"
export IMPL_grt_overflow=0
export IMPL_vias_per_cell=4.72
export IMPL_share_seq_of_total_power_pct=48.1
export IMPL_clockRootBuffer="sky130_fd_sc_hd__clkbuf_16"
export IMPL_grt_first_pass_wirelength_um=16500
export IMPL_worst_setup_path_end_kind="register"
export IMPL_std_cell_rows=40
export IMPL_worst_endpoint_arrival_ps=3270
export IMPL_route_detailed_drc=0
export IMPL_floorplan_die_width_um=115
export IMPL_floorplan_die_height_um=115
export IMPL_area_overhead_of_the_layout_relative_to_synthesis_pct=58.4
export IMPL_worstRegToRegCells=4
export IMPL_drt_first_pass_iters=4
export IMPL_netlist_area_sq_um=3810
export IMPL_path_clk_slew_ps=60
export IMPL_timing_final_max_slew_violations=0
export IMPL_post_cts_hold_buffer_count=0
export IMPL_synthDominantCellAreaShare_pct=46.6
export IMPL_netSwitchingPower_uw=315
export IMPL_syn_mean_instance_area_sq_um=13.0
export IMPL_slew_at_the_pin_with_the_worst_max_slew_slack_ps=835
export IMPL_detail_route_iter0_violations=168
export IMPL_setup_viol_count_final=0
export IMPL_share_clk_of_total_power_pct=41.1
export IMPL_rsz0062_at_grt="no"
export IMPL_number_of_synthesized_register_bits=96
export IMPL_dp_hpwl_um=7690
export IMPL_final_fill_count=1108
export IMPL_min_period_ps=3060
export IMPL_syn_inst=293
export IMPL_netlist_top_cells_area="sky130_fd_sc_hd__dfrtp_1 47%, sky130_fd_sc_hd__edfxtp_1 19%, sky130_fd_sc_hd__mux2_2 8.9%"
export IMPL_cts_repair_resize_count=0
export IMPL_cts_inserted_buffers=9
export IMPL_power_density_nw_per_um2=249
export IMPL_number_of_global_route_vias_before_repair=3119
export IMPL_final_setup_tns_ps=0
export IMPL_switching_power_as_a_share_of_total_power_pct=20.9
export IMPL_grt_antenna_before_repair=0
export IMPL_share_of_post_route_cells_with_drive_strength_above_1_pct=11.9
export IMPL_ys_async_sr_fraction_pct=75.0
export IMPL_synth_cell_types=31
export IMPL_finalHoldWorstSlack_ps=472
export IMPL_timing_hold_worst_path_depth=1
export IMPL_clock_tree_buffer_depth=2
export IMPL_drt_total_wl_um=10500
export IMPL_finalHoldViolCount=0
export IMPL_clock_tree_htree_level_count=3
export IMPL_cts_repair_timing_setup_buffer_count=0
export IMPL_most_common_cell="sky130_fd_sc_hd__dfrtp_1"
export IMPL_maximum_number_of_pins_on_one_net_before_global_route_repair=39
export IMPL_final_antenna_net_count=0
export IMPL_groute_usage_overall_pct=17.0
export IMPL_power_internal_mw=1.19
export IMPL_ys_warnings_count=1
export IMPL_cp_required_ps=6120
export IMPL_io_pins=174
export IMPL_yosys_most_used_dff="sky130_fd_sc_hd__dfrtp_1"
export IMPL_critical_path_peak_fanout=8
export IMPL_comb_power_share_pct=10.8
export IMPL_tritoncts_num_sinks=96
export IMPL_criticalPathCategory="input pin to register"
export IMPL_openroad_warning_count=25
export IMPL_skew_ps=6.19
export IMPL_cap_viol_max_count=0
export IMPL_initCoreUtil_pct=31.2
export IMPL_worst_setup_path_start_kind="input pin"
export IMPL_max_slew_margin_pct=44.2
export IMPL_fmaxAchievable_mhz=327
export IMPL_chip_area_sq_um=13200
export IMPL_min_path_type="register to register"
export IMPL_drt_wirelength_per_cell_um=16.4
export IMPL_yosys_cells=293
-- worst max-delay path: stages --
cell                              delay (ps)
sky130_fd_sc_hd__clkdlybuf4s50_1         480
sky130_fd_sc_hd__nand4_1                 170
sky130_fd_sc_hd__nor4_2                  630
sky130_fd_sc_hd__nand2_1                 400
sky130_fd_sc_hd__mux2_1                  410
-- logic make-up (layout without fill, tap and decap cells) --
kind of cell           Yosys count  in the layout  share of synthesized area [%]
other                            1              3                         0.0983
muxes                           37             37                           10.8
AOI/OAI and AO/OA               70             70                           12.1
DFF                             96             96                           66.2
and+or+nand+nor                 73             73                           9.06
buffers and inverters           16            192                           1.77
-- power by group through the flow --
stage / Combinational [mW] / Clock [mW] / Sequential (mW)
CTS: 0.166 / 0.636 / 0.725
global route: 0.180 / 0.667 / 0.728
finish: 0.163 / 0.619 / 0.725
-- through the flow --
step | total power [mW] | utilization (%) | instances | instance area [sq um] | worst slack, ps
floorplan | 0.769 | - | 294 | 3820 | 3540
global placement | 0.902 | 46.8 | 622 | 5720 | 2450
detailed placement | 0.903 | 46.8 | 622 | 5720 | 2390
CTS | 1.53 | 49.5 | 638 | 6040 | 2730
global route | 1.58 | 49.5 | 638 | 6040 | 2610
finish | 1.51 | 49.5 | 639 | 6040 | 2840
-- routing by layer --
| layer | track usage [%] | wire length, um | up-vias |
|---|---|---|---|
| met1 | 24.2 | 4430 | 1445 |
| met3 | 5.95 | 1050 | 12 |
| met4 | 1.90 | 160 | 0 |
| met2 | 27.0 | 4860 | 134 |
| met5 | 0 | 0 | - |
| li1 | - | - | 1427 |
-- path summary, 6_finish.rpt --
| check | startpoint | end | slack [ps] |
|---|---|---|---|
| setup / recovery | S_AXI_AWVALID | register | 2840 |
| hold reg to reg | S_AXI_WREADY$_DFF_PN0_ | S_AXI_WREADY$_DFF_PN0_ | 470 |
| hold / removal | S_AXI_WREADY$_DFF_PN0_ | S_AXI_WREADY$_DFF_PN0_ | 470 |
| min in group asynchronous | ARESETn | S_AXI_RDATA[18]$_DFFE_PN0P_ | 790 |
| max in group asynchronous | ARESETn | async pin | 4230 |
| setup reg to reg | awaddr_reg[1]$_DFFE_PP_ | register | 3390 |
-- placed cells by master, fill, tap and decap left out, types with 2 or more instances in the layout --
| master | instances |
|---|---|
| sky130_fd_sc_hd__edfxtp_1 | 24 |
| sky130_fd_sc_hd__clkinv_4 | 2 |
| sky130_fd_sc_hd__clkdlybuf4s50_1 | 170 |
| sky130_fd_sc_hd__nand3_1 | 3 |
| sky130_fd_sc_hd__and2_1 | 2 |
| sky130_fd_sc_hd__o21ai_0 | 26 |
| sky130_fd_sc_hd__a221oi_1 | 6 |
| sky130_fd_sc_hd__bufinv_16 | 2 |
| sky130_fd_sc_hd__clkbuf_16 | 9 |
| sky130_fd_sc_hd__nor3b_1 | 2 |
| sky130_fd_sc_hd__nor2b_1 | 2 |
| sky130_fd_sc_hd__mux2_1 | 2 |
| sky130_fd_sc_hd__a21oi_1 | 6 |
| sky130_fd_sc_hd__mux2i_1 | 5 |
| sky130_fd_sc_hd__a22o_1 | 6 |
| sky130_fd_sc_hd__mux2_2 | 30 |
| sky130_fd_sc_hd__nor4_2 | 3 |
| sky130_fd_sc_hd__or4_1 | 5 |
| sky130_fd_sc_hd__dfrtp_1 | 71 |
| sky130_fd_sc_hd__nor2_1 | 21 |
| sky130_fd_sc_hd__conb_1 | 2 |
| sky130_fd_sc_hd__a22oi_1 | 22 |
| sky130_fd_sc_hd__nand2_1 | 30 |
| sky130_fd_sc_hd__buf_4 | 5 |
-- layout make-up --
| class | instances | area, sq um | area share [%] |
|---|---|---|---|
| Sequential cell | 96 | 2520 | 41.8 |
| Timing Repair Buffer | 175 | 1740 | 28.8 |
| Multi-Input combinational cell | 182 | 1240 | 20.6 |
| Clock buffer | 10 | 229 | 3.79 |
| Tap cell | 168 | 210 | 3.48 |
| Clock inverter | 6 | 91.3 | 1.51 |
| Inverter | 1 | 3.75 | 0.0621 |
| Antenna cell | 1 | 2.50 | 0.0414 |
Power figures rest on the tool's default switching activity, not on a simulated workload.
