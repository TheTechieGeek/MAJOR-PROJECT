## design/flow/config.mk

```make
export PLATFORM = sky130hd
export DESIGN_NAME = fifo_sync
export DESIGN_NICKNAME = fifo_sync
export VERILOG_FILES = /design/flow/design.v
export SDC_FILE = /design/flow/constraint.sdc
export NUM_CORES = 4
export LEC_CHECK = 1
export CORE_UTILIZATION = 50
```

## design/flow/constraint.sdc

```tcl
current_design fifo_sync

set clk_period 9.7
set clk_io_pct 0.2

create_clock -name clk0 -period $clk_period [get_ports {clk}]

set non_clock_inputs [all_inputs -no_clocks]
set_input_delay [expr $clk_period * $clk_io_pct] -clock clk0 $non_clock_inputs
set_output_delay [expr $clk_period * $clk_io_pct] -clock clk0 [all_outputs]
```

## design/flow/design.v

```verilog
`timescale 1ns / 1ps
module fifo_sync
#(
    parameter FIFO_DEPTH = 16,
    parameter DATA_WIDTH = 32,
    parameter FIFO_DEPTH_LOG = $clog2(FIFO_DEPTH)
)
(
    input                           clk,
    input                           rst_n,
    input                           cs,
    input                           wr_en,
    input                           rd_en,
    input  [DATA_WIDTH-1:0]         data_in,
    output reg [DATA_WIDTH-1:0]     data_out,
    output                          fifo_empty,
    output                          fifo_full,
    output [DATA_WIDTH-1:0]         fifo_level
);
    reg [DATA_WIDTH-1:0] fifo_mem [0:FIFO_DEPTH-1];
    reg [FIFO_DEPTH_LOG:0] write_pointer;
    reg [FIFO_DEPTH_LOG:0] read_pointer;
    always @(posedge clk or negedge rst_n) begin
        if (!rst_n) begin
            write_pointer <= 0;
        end
        else if (cs && wr_en && !fifo_full) begin
            fifo_mem[write_pointer[FIFO_DEPTH_LOG-1:0]] <= data_in;
            write_pointer <= write_pointer + 1'b1;
        end
    end
    always @(posedge clk or negedge rst_n) begin
        if (!rst_n) begin
            read_pointer <= 0;
            data_out     <= 0;
        end
        else if (cs && rd_en && !fifo_empty) begin
            data_out <= fifo_mem[read_pointer[FIFO_DEPTH_LOG-1:0]];
            read_pointer <= read_pointer + 1'b1;
        end
    end
    assign fifo_empty = (write_pointer == read_pointer);
    assign fifo_full =
        (write_pointer[FIFO_DEPTH_LOG]     != read_pointer[FIFO_DEPTH_LOG]) &&
        (write_pointer[FIFO_DEPTH_LOG-1:0] == read_pointer[FIFO_DEPTH_LOG-1:0]);
    reg [FIFO_DEPTH_LOG:0] level_count;
    always @(posedge clk) begin
        if (!rst_n)
            level_count <= 0;
        else begin
            case ({cs && wr_en && !fifo_full,
                   cs && rd_en && !fifo_empty})
                2'b10: level_count <= level_count + 1;   
                2'b01: level_count <= level_count - 1;   
                default: level_count <= level_count;     
            endcase
        end
    end
    assign fifo_level = {{(DATA_WIDTH-(FIFO_DEPTH_LOG+1)){1'b0}}, level_count};
endmodule
```

## design/flow/run.sh

```bash
#!/bin/bash
# OpenROAD 26Q1-2900-gdf79404cd8, Yosys 0.63+post, stock flow scripts
make -C /OpenROAD-flow-scripts/flow DESIGN_CONFIG=/design/flow/config.mk WORK_HOME=/design/flow/orfs finish
```

==> notes.md <==
Purpose: to document the outcome of synthesis and place and route.

Detailed routing
The number of nets with antenna violations after detailed routing is 0. In the routed layout, each cell is associated on average with a via count of 5.98. Per the detailed-route log, wirelength across all metal layers totals 51100 µm. Per the detail_route report, inserted antenna diodes total 0. The violation tally recorded at the end of detailed-routing iteration 0 is 755. The number of DRC violations after detailed routing is 0. Across all layers, the routed design uses 12300 vias. The average wire per cell in the routed design is 24.8 µm. The number of detailed-routing iterations run before antenna repair is 6.

Synthesis
The synthesized instance count is 1348. The number of enable-type register cells in the synthesized netlist is 512. The most common cell in the synthesized netlist is edfxtp_1. The arithmetic-cell share of the synthesized area counting full adders, half adders and majority gates is 0.00782.

By count the netlist is led by edfxtp_1 (512), nand2_1 (101), nor2_1 (66). The largest area contributor in the synthesized netlist is edfxtp_1. Of the total synthesized cell area, the portion taken by XOR and XNOR cells is 0.00684.

The cell-mix breakdown from Yosys lists the compound-gate area share as 0.121. The cell area after synthesis is 0.0218 mm². Post-synth the commonest register cell is edfxtp_1.

Of all flip-flops after synthesis, the portion carrying an async set or reset was 0.0751. The number of cells reported by Yosys stat comes to 1348. In this run, the synthesized area fraction spent on and/or/nand/nor cells is recorded as 0.0513. The portion of synthesized area spent on multiplexers is 0.0203. Synthesis instantiated 61 different standard cells from the library. The average size of a mapped cell is 16.1 µm². The dominant kind of combinational cell is AND-OR/OR-AND gates.

The synthesized chip area reported by yosys is 0.0218 mm². The main area contributors are edfxtp_1 (71%), dfrtp_1 (4.8%), a221oi_1 (1.9%). Synthesis inferred 559 register bits. For this run, the register share of the synthesized area comes to 0.759.

The number of warnings issued by yosys is 2. Of the post-synthesis cell area, the dominant cell type holds 0.706.

Setup path
The kind of launch point of the worst setup path is a flop. For reference, the critical path cell chain is xor2_1 > nor4_4 > and2_1 > clkdlybuf4s50_1. STA reports a reg2reg setup slack of 6010 ps. The startpoint of the worst-slack reg-to-reg timing path is read_pointer[2]. Counting cells, the worst reg-to-reg path comes to 12. For reference, the critical path is launched at read_pointer[3]. Per the STA report, the cell with the highest stage delay on the worst path is dfrtp_4. The script reports the combined buffer and inverter count of the critical path as 1. The maximum single-stage delay on the critical path is 810 ps. The endpoint class of the critical path is an output pin. The arrival time of the worst setup path is 2600 ps. The count of cell instances traversed by the critical path is 4.

The worst setup path category is reg2out. The capture instance of the worst register-to-register path is level_count[4]. Max fanout on the critical path was recorded as 33. The cell family contributing the most delay on the critical path is flip-flops. The OpenROAD report gives the critical path a required time of 7760 ps.

Power
The worst vdd rail ir drop is 0.186 mV. The power per unit of standard cell area is 284 mW/mm². The script extracted a total leakage power of 8.11 nW.

Clock tree
The count of hold-fix buffers inserted at cts is 0. The CTS report gives the tree buffer count as 57. TritonCTS built the clock tree. The timing report gives the clock slew at the launch and capture registers of the worst setup and hold paths as 60 ps. The count of clock tree sinks is 559. Per the CTS log, the maximum H-tree level is 2.

Clock tree synthesis selected as its root buffer the cell clkbuf_16. The number of buffers on the longest clock path is 3. The clock latency reported for the late side of the worst-skew pair is 610 ps. The post-cts sizing count is 0. The buffers inserted during post-CTS setup optimization is 0.

GRT
The via count of the first global-routing pass was 12800. Overall routing resource usage recorded by global route was 0.265. The wire length of the first global-routing pass is 77500 µm. The remaining global-route overflow is 0.

The met1 routing resource usage after global routing is 0.409. Looking at the global route congestion table, the highest-usage layer is met1. The maximum number of pins on one net before global-route repair is 59.

In the global route stage, met3 resource usage came out at 0.172. The met2 capacity usage during global routing is 0.357. The initial antenna violation count came to 0.

STA
The clock arrives with 15.1 ps of skew. Setup repair after global routing left no endpoint under its margin. The most critical hold endpoint after final layout shows a slack of 481 ps. The final-report hold violation count is 0. In this build the clock could be raised as far as 0.220 GHz. The final-report setup violation count is 0. Adding up every negative setup slack in the final design gives 0 ps. At the pin with the least slew margin, the transition time is 789 ps. The post-route clock period utilization is 0.468. Per the slew report, the remaining headroom to the max-slew limit stands at 0.460.

The max-slew violation count is 0. The minimum clock period is 4540 ps.

Hold path
The hold-critical path depth is 2. The end point of the most critical hold path is data_out[22]. The class of the worst hold path is reg2reg.

The start point of the worst hold path is data_out[22].

Finish
The synthesis-to-layout area growth is 14.5%. The number of non-filler instances in the completed layout is 2057. Of the cells placed in the final design, the portion with a size suffix greater than 1 is 0.115.

Place
The count of input and output buffers is 75. The total instance count after detailed placement is 1949. The final weighted congestion in routability-driven placement is 0.811. The post-detailed-placement half-perimeter wirelength is 26100 µm.

Floorplanning
The total die size is 0.0444 mm². Row generation in the floorplan step produced 76 rows. For this configuration, the core starts out at a cell density of 0.506. The top-level port count is 103. After floorplanning, the core was sized to cover 0.0430 mm². According to the floorplan report, the die height is 211 µm. The width of the chip is 211 µm.

Outcome
The flow ran to the end, and the final reports show no timing, DRC or antenna violations.

Run
OpenROAD emitted warnings numbering 31. The number of maximum-capacitance violations is 0.
-- where the power goes --
| part | internal [mW] | total (mW) | switching, mW |
|---|---|---|---|
| logic | 0.759 | 1.98 | 1.23 |
| clock network | 1.27 | 2.15 | 0.881 |
| registers | 2.78 | 2.95 | 0.165 |
-- cell type report --
type                    instances  area [µm²]
clock inverters                30         273
multi-input cells             683        4750
flip-flops and latches        559       16500
fillers                      3251       18100
inverters                      12        45.0
repair buffers                110        1010
well taps                     585         732
clock buffers                  78        1580
-- registers in the layout, indices dropped and copies added, names as in the netlist --
register and flops:
fifo_mem 512, read_pointer 5, data_out 32, write_pointer 5
level_count 5
-- per-stage QoR --
stage | cell area (µm²) | setup slack (ps) | power (mW) | util
finish | 24900 | 5160 | 7.08 | 0.580
global route | 24900 | 5020 | 7.43 | 0.580
CTS | 24900 | 5140 | 7.14 | 0.580
detailed placement | 23100 | 4820 | 4.98 | 0.537
global placement | 23100 | 4810 | 4.97 | 0.537
floorplan | 21900 | 3700 | 4.22 | -
-- placed cells by master, fill, tap and decap left out, types with 13 or more instances in the layout --
master / instances
a21oi_1: 31
o2bb2ai_1: 17
a22oi_1: 50
nand4_1: 16
a222oi_1: 16
o21ai_1: 22
dfrtp_1: 40
clkbuf_16: 59
clkinv_2: 15
a32oi_1: 32
buf_4: 35
o21ai_0: 42
a221o_1: 14
clkbuf_1: 16
nand2_1: 100
nor2_1: 54
mux2i_1: 25
clkdlybuf4s50_1: 74
conb_1: 27
edfxtp_1: 512
a221oi_1: 48
nand2b_1: 13
mux2_2: 15
a22o_1: 34
-- cells by family (layout without fill, tap and decap cells) --
kind of cell,count (synthesis),count (layout)
fa+ha+maj,13,13
xor+xnor,17,17
mux,41,41
flops,559,559
buf+inv,132,230
compound gates,344,344
other cells,1,27
simple gates,241,241
-- routing by layer --
metal  vias to the layer above  routed length (µm)
met1                      6025               20000
met5                         -                  44
met4                         2                1020
li1                       5478                   -
met3                        76                7660
met2                       712               22400
-- worst max-delay path by stage --
stage	end	slack, ps
after global routing	fifo_empty	5020
after CTS	fifo_full	5140
final	fifo_full	5160
-- worst reg2reg max path: cells and delay by family (launching register included) --
family                     cells  cell delay, ps
AOI/OAI and AO/OA              3             490
xor gates and xnor gates       1             320
adders and majority gates      2             740
buffers and inverters          2             470
DFF                            1             820
and+or+nand+nor                4             780
Power is estimated from default activity; no workload was simulated.
